$ cat flow/config.mk
export PLATFORM = sky130hd
export DESIGN_NAME = beh_fifo
export DESIGN_NICKNAME = beh_fifo
export VERILOG_FILES = /design/flow/design.v
export SDC_FILE = /design/flow/constraint.sdc
export NUM_CORES = 4
export LEC_CHECK = 1
export CORE_UTILIZATION = 50
$ cat flow/design.v
module beh_fifo(rdata, wfull, rempty, wdata,
               	winc, wclk, wrst_n, rinc, rclk, rrst_n);
  parameter DSIZE = 8;
  parameter ASIZE = 4;
  output logic [DSIZE-1 : 0] rdata;
  output wfull;
  output rempty;
  input [DSIZE-1:0] wdata;
  input winc, wclk, wrst_n;
  input rinc, rclk, rrst_n;
  logic [ASIZE:0] wptr, wrptr1, wrptr2, wrptr3;
  logic [ASIZE:0] rptr, rwptr1, rwptr2, rwptr3;
  parameter MEMDEPTH = 1<<ASIZE;
  logic [DSIZE-1: 0] ex_mem [MEMDEPTH];
  always_ff @(posedge wclk or negedge wrst_n)
    if (!wrst_n) wptr <= 0;
  	else if(winc && !wfull) begin
    ex_mem[wptr[ASIZE-1:0]] <= wdata;
    wptr <= wptr + 1;
  end
  always_ff @(posedge wclk or negedge wrst_n)
    if (!wrst_n) {wrptr3, wrptr2,wrptr1} <= 0;
  else {wrptr3, wrptr2,wrptr1} <= {wrptr2,wrptr1,rptr};
  always_ff @(posedge rclk or negedge rrst_n)
    if (!rrst_n) rptr <= 0;
  else if(rinc && !rempty) rptr <= rptr + 1;
  always_ff @(posedge rclk or negedge rrst_n)
    if (!rrst_n)
    {rwptr3, rwptr2,rwptr1} <= 0;
    else
    {rwptr3, rwptr2,rwptr1} <= {rwptr2,rwptr1,wptr};
  always_ff @(posedge rclk)
    if (rinc && !rempty) rdata <= ex_mem[rptr[ASIZE-1:0]];
  assign rempty = (rptr == rwptr3);
  assign wfull = ((wptr[ASIZE-1:0] == wrptr3[ASIZE-1:0]) && (wptr[ASIZE] != wrptr3[ASIZE]));
endmodule
$ cat flow/run.sh
#!/bin/bash
# OpenROAD 26Q1-2900-gdf79404cd8, Yosys 0.63+post, stock flow scripts
make -C /OpenROAD-flow-scripts/flow DESIGN_CONFIG=/design/flow/config.mk WORK_HOME=/design/flow/orfs finish
$ cat flow/constraint.sdc
current_design beh_fifo

set clk_period 2.5
set clk_io_pct 0.2

create_clock -name clk0 -period $clk_period [get_ports {rclk}]
create_clock -name clk1 -period $clk_period [get_ports {wclk}]

set non_clock_inputs [all_inputs -no_clocks]
set_input_delay [expr $clk_period * $clk_io_pct] -clock clk0 $non_clock_inputs
set_output_delay [expr $clk_period * $clk_io_pct] -clock clk0 [all_outputs]
==> results.ini <==
[run_status]
run_status = finished clean

[worst_setup_path]
critPathArrivalTime_ns = 1.90
crit_fanout = 7
crit_start = wptr[0]$_DFFE_PN0P_
critical_path_required_ns = 2.00
path_cells = xnor2_2 -> nand4_2 -> nor2_1 -> clkdlybuf4s50_1
worst_path_largest_cell_delay_ns = 0.49
worstSetupPathType = flop to output pin
r2r_start = rptr[1]$_DFFE_PN0P_
cp-start-kind = flop
endpoint_kind = output pin
crit_path_top_delay_cell = dfrtp_1

[sta]
worstMarginPinSlew_ns = 0.761
maxSlewViolCount = 0
slew_headroom_pct = 49.3
fin_skew_ns = 0.00676
rsz0062_at_grt = false
setup_tns_ns = 0
final_hold_viol_count = 0
setup_viol = 0

[run]
warning_count = 32
drv_cap = 0

[drt]
via_per_inst = 5.76
diodes = 0
first_iter_violations = 283
drt_wl_total_um = 13900
drcViolationCount = 0
ant_nets = 0
vias = 3722
firstDrtPassIters = 4
wl_per_cell_um = 21.5

[power_and_ir_drop]
irDropWorstVdd_mv = 0.433
power_mw = 10.0
p_leak_nw = 2.88
p_per_area_nw_per_um2 = 1240

[finish]
drive_gt1_share_pct = 17.2
final_cells = 646
comb_area_um2 = 1510
post-route-util_pct = 61.4
fill_cells = 942
area_growth_pct = 19.9
seq_area_um2 = 5090

[synthesis]
netlist_area_um2 = 6760
edf_count = 136
ff_type = edfxtp_1
yosysWarnings = 2
synth_flops = 176
syn_area_per_cell_um2 = 16.8
synthCells = 401
synth_seq_share_pct = 75.3
yosys_area_um2 = 6760
ys_types = 45
synthArstFlopShare_pct = 22.7
yosys_cells = 401

[die]
core_area_um2 = 13200
die-area_um2 = 14000
die_h_um = 118
io_pins = 24
rows = 42
fp-utilization_pct = 51.2
die-width_um = 118

[placement]
dp_cells = 607
dp_hpwl_um = 8500
gp_congestion = 0.785
portBuffers = 22

[grt]
track_usage_pct = 23.2
grt_overflow = 0
grt_pass1_vias = 3862
grt_max_degree = 45
grt_pass1_wl_um = 21700
antenna_found_initial = 0

[clock_tree]
path_clk_slew_ns = 0.06
cts_tree = built
hold_buffers = 0
cts_sinks = 176

[hold_path]
min_from = rptr[0]$_DFFE_PN0P_
holdCritPathClass = flop to flop

cell usage after synthesis, types with 5 or more instances:
cell type	number	share of area (%)
edfxtp_1	136	60
dfrtp_1	40	15
nor2_1	23	1.3
a22oi_1	21	2.3
a22o_1	14	1.8
xnor2_1	13	1.7
buf_2	11	0.81
a21oi_1	10	0.74
mux2i_1	10	1.5
a221oi_1	8	1.0
ha_1	8	1.5
inv_1	8	0.44
nand2_1	7	0.39
mux2_1	6	1.0
mux2_2	6	1.0
o21ai_0	6	0.44
clkbuf_1	5	0.28
o21ai_1	5	0.37
o22ai_1	5	0.46
final timing paths:
kind	end	slack, ns	depth (start not counted)
setup / recovery	wfull	0.1	4
hold / removal	wrptr1[0]$_DFF_PN0_	0.34	0
setup reg to reg	rdata[6]$_DFFE_PP_	0.23	7
hold reg to reg	wrptr1[0]$_DFF_PN0_	0.34	0
max in group clk1	ex_mem[15][5]$_DFFE_PP_	0.30	5
max in group asynchronous	rptr[0]$_DFFE_PN0P_	1.47	2
min in group clk0	rwptr2[0]$_DFF_PN0_	0.35	0
min in group asynchronous	wptr[0]$_DFFE_PN0P_	0.48	2
layout make-up:
type                            instances  share of cell area (%)
Tap cell                              176                    2.72
Clock buffer                           25                    6.67
Inverter                                9                   0.417
Sequential cell                       176                    62.8
Multi-Input combinational cell        193                    18.7
Timing Repair Buffer                   58                    6.52
Clock inverter                          9                    2.21
what timing repair did:
item                       CTS  global route
buffers inserted             0             5
gates cloned                 0             0
setup endpoints to repair    1             2
resized                      0             1
pin swaps                    1             2
registers in the layout, summed over array words and instances, names as in the netlist:
signal and count:
rptr 5, ex_mem 128, wrptr3 5, rwptr2 5, rdata 8, rwptr3 5
wrptr1 5, rwptr1 5, wptr 5, wrptr2 5
where the power goes:
group          switching, mW  total (mW)  internal, mW
Combinational           1.65        2.96          1.32
Clock                   1.07        3.11          2.04
Sequential             0.256        3.98          3.72
per-layer routing:
layer | vias up | wire length (um) | track usage [%]
met1 | 1865 | 6080 | 39.1
met4 | 0 | 258 | 3.37
met3 | 19 | 1410 | 12.9
met2 | 149 | 6160 | 30.7
met5 | - | 0 | 0
li1 | 1689 | - | -
cell usage in the layout (no fill, tap or decap), drive strengths merged, types with 3 or more instances in the layout:
master,synthesis,final
nor2b,3,3
o211ai,4,4
nor2,23,23
xnor2,13,13
xor2,3,3
a211o,3,3
a21oi,10,10
a22o,14,14
edfxtp,136,136
mux2,13,13
nand2,7,7
nor3,4,4
mux2i,10,10
o22ai,5,5
inv,8,9
a22oi,21,21
clkinv,1,3
o21ai,12,12
a221oi,12,12
buf,18,36
ha,8,8
o32a,4,4
a221o,4,4
dfrtp,40,40
bufinv,0,5
clkdlybuf4s50,0,22
clkbuf,5,25
a32oi,3,3
nand4,4,4
per-stage QoR:
step	hold WS (ns)	setup WS, ns	instance area (um^2)
after global routing	0.353	0.0116	8100
after CTS	0.344	0.00218	8050
after global placement	0.333	0.289	7330
after detailed placement	0.335	0.258	7330
final	0.343	0.0956	8100
after floorplan	0.204	0.383	6760
critical path: cells and delay by family (launching register included):
family	cells	cell delay, ns
buffers and inverters	1	0.46
DFF	1	0.49
xor gates and xnor gates	1	0.21
and+or+nand+nor	2	0.33
cell families (layout without fill, tap and decap cells):
kind of cell	after synthesis	count (layout)	synth area share (%)
muxes	23	23	3.70
AOI/OAI and AO/OA	96	96	11.1
xor gates and xnor gates	16	16	2.07
and+or+nand+nor	50	50	3.87
buffers and inverters	32	101	2.48
DFF	176	176	75.3
adders and majority gates	8	8	1.48
No activity file was given, so power comes from the tool's default toggle rates.
