`config.mk`:
```
export PLATFORM = sky130hd
export DESIGN_NAME = async_fifo
export DESIGN_NICKNAME = async_fifo
export VERILOG_FILES = /design/flow/design.v
export SDC_FILE = /design/flow/constraint.sdc
export NUM_CORES = 4
export LEC_CHECK = 1
export CORE_UTILIZATION = 40
```
`run.sh`:
```
#!/bin/bash
# OpenROAD 26Q1-2900-gdf79404cd8, Yosys 0.63+post, stock flow scripts
make -C /OpenROAD-flow-scripts/flow DESIGN_CONFIG=/design/flow/config.mk WORK_HOME=/design/flow/orfs finish
```
`constraint.sdc`:
```
current_design async_fifo

set clk_period 3.3
set clk_io_pct 0.2

create_clock -name clk0 -period $clk_period [get_ports {rclk}]
create_clock -name clk1 -period $clk_period [get_ports {wclk}]

set non_clock_inputs [all_inputs -no_clocks]
set_input_delay [expr $clk_period * $clk_io_pct] -clock clk0 $non_clock_inputs
set_output_delay [expr $clk_period * $clk_io_pct] -clock clk0 [all_outputs]
```
`design.v`:
```
module async_fifo
#(
  parameter DSIZE = 8,
  parameter ASIZE = 4
 )
(
  input  logic winc, wclk, wrst_n,
  input  logic rinc, rclk, rrst_n,
  input  logic [DSIZE-1:0] wdata,
  output logic [DSIZE-1:0] rdata,
  output logic wfull,
  output logic rempty
);
  logic [ASIZE-1:0] waddr, raddr;
  logic [ASIZE:0] wptr, rptr, wq2_rptr, rq2_wptr;
  sync_r2w sync_r2w (.*);
  sync_w2r sync_w2r (.*);
  fifomem #(DSIZE, ASIZE) fifomem (.*);
  rptr_empty #(ASIZE) rptr_empty (.*);
  wptr_full #(ASIZE) wptr_full (.*);
endmodule
module fifomem
#(
  parameter DATASIZE = 8,  
  parameter ADDRSIZE = 4   
)
(
  input  logic winc, wfull, wclk, rinc, rempty, rclk,
  input  logic [ADDRSIZE-1:0] waddr, raddr,
  input  logic [DATASIZE-1:0] wdata,
  output logic [DATASIZE-1:0] rdata
);
  localparam DEPTH = 1<<ADDRSIZE;
  logic [DATASIZE-1:0] mem [0:DEPTH-1];
  always @(posedge rclk)
    if (rinc && !rempty)
      rdata = mem[raddr];
  always @(posedge wclk)
    if (winc && !wfull)
      mem[waddr] <= wdata;
endmodule
module sync_r2w
#(
  parameter ADDRSIZE = 4
)
(
  input  logic wclk, wrst_n,
  input  logic [ADDRSIZE:0] rptr,
  output logic [ADDRSIZE:0] wq2_rptr
);
  logic [ADDRSIZE:0] wq1_rptr;
  always_ff @(posedge wclk or negedge wrst_n)
    if (!wrst_n) {wq2_rptr,wq1_rptr} <= 0;
    else {wq2_rptr,wq1_rptr} <= {wq1_rptr,rptr};
endmodule
module sync_w2r
#(
  parameter ADDRSIZE = 4
)
(
  input  logic rclk, rrst_n,
  input  logic [ADDRSIZE:0] wptr,
  output logic [ADDRSIZE:0] rq2_wptr
);
  logic [ADDRSIZE:0] rq1_wptr;
  always_ff @(posedge rclk or negedge rrst_n)
    if (!rrst_n)
      {rq2_wptr,rq1_wptr} <= 0;
    else
      {rq2_wptr,rq1_wptr} <= {rq1_wptr,wptr};
endmodule
module rptr_empty
#(
  parameter ADDRSIZE = 4
)
(
  input  logic rinc, rclk, rrst_n,
  input  logic [ADDRSIZE :0] rq2_wptr,
  output logic rempty,
  output logic [ADDRSIZE-1:0] raddr,
  output logic [ADDRSIZE :0] rptr
);
  logic [ADDRSIZE:0] rbin;
  logic [ADDRSIZE:0] rgraynext, rbinnext;
  always_ff @(posedge rclk or negedge rrst_n)
    if (!rrst_n)
      {rbin, rptr} <= '0;
    else
      {rbin, rptr} <= {rbin + (rinc & ~rempty), rgraynext};
  assign raddr = rbin[ADDRSIZE-1:0];
  assign rbinnext = rbin + (rinc & ~rempty);
  assign rgraynext = (rbinnext>>1) ^ rbinnext;
  assign rempty_val = (rgraynext == rq2_wptr);
  always_ff @(posedge rclk or negedge rrst_n)
    if (!rrst_n)
      rempty <= 1'b1;
    else
      rempty <= rempty_val;
endmodule
module wptr_full
#(
  parameter ADDRSIZE = 4
)
(
  input  logic winc, wclk, wrst_n,
  input  logic [ADDRSIZE :0] wq2_rptr,
  output logic wfull,
  output logic [ADDRSIZE-1:0] waddr,
  output logic [ADDRSIZE :0] wptr
);
  logic [ADDRSIZE:0] wbin;
  logic [ADDRSIZE:0] wgraynext, wbinnext;
  always_ff @(posedge wclk or negedge wrst_n)
    if (!wrst_n)
      {wbin, wptr} <= '0;
    else
      {wbin, wptr} <= {wbin + (winc & ~wfull), wgraynext};
  assign waddr = wbin[ADDRSIZE-1:0];
  assign wbinnext = wbin + (winc & ~wfull);
  assign wgraynext = (wbinnext>>1) ^ wbinnext;
  assign wfull_val = (wgraynext=={~wq2_rptr[ADDRSIZE:ADDRSIZE-1], wq2_rptr[ADDRSIZE-2:0]});
  always_ff @(posedge wclk or negedge wrst_n)
    if (!wrst_n)
      wfull <= 1'b0;
    else
      wfull <= wfull_val;
endmodule
```
==> summary.txt <==
Update from the flow run.

The number of diodes added for antenna fixing is 0. The tool warning count is 27. Per the OpenROAD floorplan log, the height of the die is 131 um. In the final report, the number of endpoints failing setup comes to 0.

The net switching power is 2030 uW. The final HPWL from detailed placement is 7.34 mm. The number of global-route vias before repair is 3310.

The critical path endpoint has a required time of 3.46 ns. For this configuration, the core starts out at a cell density of 0.413. The final worst setup slack is 0.667 ns.

Once the clock tree was built, the resizer swapped 0 gates to a different size. The share of total power dissipated in combinational logic is 0.271. The I/O pin total is 24. The number of maximum-capacitance constraint violations is 0. The critical path is of the in2reg type. The final RePlAce weighted congestion is 0.783. Of all nets on the critical path, the largest fanout is 4. The power share of the clock group is 0.288. Summed over all layers, the routed wires come to 11.9 mm. The detailed-route vias per instance is 5.02. Per the layout report, the design carries 1290 filler cells. After the flow finishes, the layout carries non-filler instances totaling 591. The area reported by Yosys stat is 6610 um^2. Timing analysis after detailed placement gives a worst setup slack of 0.386 ns.

The final setup skew is 0.00832 ns. The smallest hold slack is 0.228 ns. The clock drives 176 sinks. The number of buffer cells added on primary ports is 22. The share of layout cells above drive strength 1 is 0.259. In this run the tightest slew margin relative to its limit is 0.578. The post-synthesis cell count is 308. Relative to the synthesized area, the layout overhead comes to 18.7%. The internal power is 5150 uW. The relative contribution of sequential cells to total power is 0.442.

Summing all placed instances gives a cell area of 7210 um^2. The standby leakage power is 0.00273 uW. The total instance count after detailed placement is 556. The number of antenna violations at the first check in global routing is 0. The slew at the pin closest to its max-slew limit is 0.633 ns.

After synthesis the cells add up to 6610 um^2. The switching part of the total is 0.282. The share of synthesized registers carrying an async set or reset is 0.227. The detailed-route via count is 2968.

The total power divided by cell area is 915 nW/um^2. Per the post-route antenna check, the number of violating nets is 0. The clock tree from TritonCTS is built. The worst hold path class is reg2reg. Once synthesis finished, the tally of register bits stood at 176.

Counting the warning lines in the Yosys log gives 7. Post-CTS timing repair inserted 0 buffers for setup. The clock transition time at the flip-flop clock pins of the worst setup and hold paths is 0.07 ns. The chip width is 131 um. Among all flip-flop cells after synthesis, the most frequent one is sky130_fd_sc_hd__edfxtp_1. The number of slew-limit violations in the final report is 0.

The sequential fraction of the synthesis area is 0.769. The element type at the critical path start is a primary input. Yosys stat counts 308 cells in the synthesized netlist. At the worst endpoint, the arrival time is 2.79 ns. Per the final timing report, the hold violations number 0.

In the global route stage, overall resource usage came out at 0.169. The run finished with clean final reports. Setup repair after global routing left no endpoint under its margin.

The core outline area is 16000 um^2. Once iteration 0 of detailed routing completed, the report listed 231 DRC markers. The maximum number of pins on one net before global-route repair is 24. The post-route cell area is 7850 um^2. The area enclosed by the die boundary is 17000 um^2.

The report lists the number of standard-cell rows as 46. Before antenna repair, the detailed router went through 4 iterations. The number of remaining DRC errors is 0. The global route stage reports its total congestion overflow as 0. The worst setup path is captured at a flop. The total negative slack is 0 ns.

After synthesis, the netlist uses 30 different library cells. The synthesized area per cell is 21.5 um^2. The first global-routing pass estimated 18.8 mm of wire.

The post-synth tally of flip-flops with integrated enable is 136. Across the VDD grid, the largest voltage drop is 0.000460 V. In this run, post-CTS hold repair placed 0 buffers. The detailed-route wire length per cell is 20.1 um.
-- layer usage --
metal | global-route usage | wire length, um
met5 | 0 | 0
met4 | 0.0297 | 248
met3 | 0.106 | 1430
met2 | 0.246 | 5730
met1 | 0.233 | 4470
-- stage by stage --
step,total power (uW),utilization
final,7180,0.491
after global routing,7590,0.491
after CTS,7300,0.491
after detailed placement,5170,0.451
after global placement,5170,0.451
after floorplan,4540,-
-- placed cells by master (no fill, tap or decap), types with 2 or more instances in the layout --
cell type,n
sky130_fd_sc_hd__inv_1,5
sky130_fd_sc_hd__clkinv_2,2
sky130_fd_sc_hd__xnor3_1,2
sky130_fd_sc_hd__ha_1,5
sky130_fd_sc_hd__nor2b_1,2
sky130_fd_sc_hd__xnor2_1,6
sky130_fd_sc_hd__clkbuf_1,2
sky130_fd_sc_hd__a21boi_0,2
sky130_fd_sc_hd__and3_1,2
sky130_fd_sc_hd__mux4_2,38
sky130_fd_sc_hd__a2111oi_2,2
sky130_fd_sc_hd__dfrtp_1,38
sky130_fd_sc_hd__clkbuf_16,21
sky130_fd_sc_hd__clkdlybuf4s50_1,22
sky130_fd_sc_hd__buf_4,22
sky130_fd_sc_hd__mux2i_1,2
sky130_fd_sc_hd__xor2_1,16
sky130_fd_sc_hd__nor2_1,14
sky130_fd_sc_hd__clkinvlp_4,4
sky130_fd_sc_hd__nand2b_1,3
sky130_fd_sc_hd__or3_1,3
sky130_fd_sc_hd__nand3_1,5
sky130_fd_sc_hd__clkinv_4,3
sky130_fd_sc_hd__edfxtp_1,136
sky130_fd_sc_hd__nand2_1,3
sky130_fd_sc_hd__nor3_1,4
-- worst paths after layout --
kind	from	to	slack, ns	cells after the start
max in group asynchronous	rrst_n	rptr_empty.rempty$_DFF_PN1_	2.31	2
worst max register to register	rptr_empty.rbin[0]$_DFF_PN0_	rptr_empty.rempty$_DFF_PN1_	0.95	6
worst min-delay path	rptr_empty.rptr[3]$_DFF_PN0_	sync_r2w.wq1_rptr[3]$_DFF_PN0_	0.23	0
worst min register to register	rptr_empty.rptr[3]$_DFF_PN0_	sync_r2w.wq1_rptr[3]$_DFF_PN0_	0.23	0
min in group clk0	sync_w2r.rq1_wptr[2]$_DFF_PN0_	sync_w2r.rq2_wptr[2]$_DFF_PN0_	0.35	0
worst max-delay path	rinc	rptr_empty.rempty$_DFF_PN1_	0.67	8
min in group asynchronous	wrst_n	sync_r2w.wq2_rptr[2]$_DFF_PN0_	0.57	2
max in group clk1	winc	wptr_full.wfull$_DFF_PN0_	0.84	9
-- cell type report --
cell class | instances | area (um^2) | share of cell area
Sequential cell | 176 | 5090 | 0.648
Multi-Input combinational cell | 114 | 1430 | 0.182
Clock buffer | 23 | 533 | 0.0679
Timing Repair Buffer | 45 | 405 | 0.0516
Tap cell | 216 | 270 | 0.0344
Clock inverter | 12 | 109 | 0.0139
Inverter | 5 | 18.8 | 0.00239
-- cells by family after synthesis --
logic type / count (synthesis) / synth area share
adder cells (fa/ha/maj): 5 / 0.00946
buffers and inverters: 18 / 0.0150
flip-flops: 176 / 0.769
multiplexers: 40 / 0.132
AND/OR/NAND/NOR: 37 / 0.0269
XOR/XNOR: 24 / 0.0360
AND-OR/OR-AND: 8 / 0.0110
-- registers in the layout, summed over array words and instances (netlist names) --
name,cells
fifomem.rdata,8
wptr_full.wbin,4
sync_r2w.wq2_rptr,5
rptr_empty.rempty,1
rptr_empty.rbin,4
fifomem.mem,128
sync_r2w.wq1_rptr,5
sync_w2r.rq1_wptr,5
sync_w2r.rq2_wptr,5
rptr_empty.rptr,5
wptr_full.wfull,1
wptr_full.wptr,5
-- synthesized netlist by cell type, types with 4 or more instances --
master,number,area [um^2]
sky130_fd_sc_hd__xnor2_1,6,52.6
sky130_fd_sc_hd__dfrtp_1,39,976
sky130_fd_sc_hd__nor3_1,4,20.0
sky130_fd_sc_hd__edfxtp_1,136,4080
sky130_fd_sc_hd__nor2_1,14,52.6
sky130_fd_sc_hd__nand3_1,5,25.0
sky130_fd_sc_hd__mux4_2,38,856
sky130_fd_sc_hd__buf_2,4,20.0
sky130_fd_sc_hd__inv_1,5,18.8
sky130_fd_sc_hd__clkbuf_1,4,15.0
sky130_fd_sc_hd__ha_1,5,62.6
sky130_fd_sc_hd__xor2_1,16,140
-- power by group through the flow --
stage	Combinational, uW	Clock (uW)	Sequential [uW]
4_1_cts	1990	2120	3190
5_1_grt	2140	2210	3240
6_report	1940	2070	3170
-- worst max-delay path: stages --
cell                              delay, ns
sky130_fd_sc_hd__clkdlybuf4s50_1       0.45
sky130_fd_sc_hd__nor2b_1               0.17
sky130_fd_sc_hd__ha_1                  0.21
sky130_fd_sc_hd__ha_1                  0.24
sky130_fd_sc_hd__nand3_1               0.11
sky130_fd_sc_hd__xor2_1                0.22
sky130_fd_sc_hd__or3_1                 0.38
sky130_fd_sc_hd__a2111oi_2             0.35
Power is estimated from default activity; no workload was simulated.
